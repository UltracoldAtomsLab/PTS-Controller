==> flow/design.v <==
module ext_code_32ch_8p
(
    iSET_CODE_FLAG,
    iSET_CODE,
    iSET_INDEX_FLAG,
    iSET_INDEX,
    iRst,
    iTrigger,
    iClk,
    oCode,
    debug_index,
    debug_current_storge
);
input                               iRst;
input                               iClk;
input                               iSET_CODE_FLAG;
input           [31:0]              iSET_CODE;
input                               iSET_INDEX_FLAG;
input           [7:0]               iSET_INDEX;
input                               iTrigger;
output          [31:0]              oCode;
output          [7:0]               debug_index;
output          [31:0]              debug_current_storge;
reg             [31:0]              Code;
reg             [7:0]               index,index_next;
reg             [31:0]              storge[7:0];
wire                                change_index;
assign change_index = (iTrigger || iSET_INDEX_FLAG);
always @ (posedge change_index)
begin
	if(iSET_INDEX_FLAG == 1'b1)
    begin
        index_next = iSET_INDEX; 
    end
	else
    begin 
        index_next = index + 1'b1; 
    end
end
always @ (negedge change_index)
begin
    index <= index_next;
end
always @ (*)
begin
    if(iTrigger)
    begin
        Code <= storge[index];
    end
    else
    begin
        Code <= 32'd0;
    end
end
always @ (posedge iSET_CODE_FLAG)
begin
    storge[index]<=iSET_CODE;
end
assign oCode = storge[index];
assign debug_index = index;
assign debug_current_storge = storge[index];
endmodule
==> flow/run.sh <==
#!/bin/bash
# OpenROAD 26Q1-2900-gdf79404cd8, Yosys 0.63+post, stock flow scripts
make -C /OpenROAD-flow-scripts/flow DESIGN_CONFIG=/design/flow/config.mk WORK_HOME=/design/flow/orfs finish
==> flow/config.mk <==
export PLATFORM = sky130hd
export DESIGN_NAME = ext_code_32ch_8p
export DESIGN_NICKNAME = ext_code_32ch_8p
export VERILOG_FILES = /design/flow/design.v
export SDC_FILE = /design/flow/constraint.sdc
export NUM_CORES = 4
export LEC_CHECK = 1
export CORE_UTILIZATION = 40
==> flow/constraint.sdc <==
current_design ext_code_32ch_8p

set clk_period 2.1
set clk_io_pct 0.2

create_clock -name clk0 -period $clk_period [get_ports {iSET_CODE_FLAG}]

set non_clock_inputs [all_inputs -no_clocks]
set_input_delay [expr $clk_period * $clk_io_pct] -clock clk0 $non_clock_inputs
set_output_delay [expr $clk_period * $clk_io_pct] -clock clk0 [all_outputs]
==> out/qor.yml <==
drive_gt1_share_pct: 24.2
crit_required_ns: 1.68
most-common-layout-cells: "edfxtp_1, clkdlybuf4s50_1, buf_2"
placed_cells: 959
post_cts_buffers: 0
vias: 5503
synth_top_flop_cell: "edfxtp_1"
cpMaxStageDelayCell: "edfxtp_1"
overflow: 0
final_util_pct: 48.9
clk_path_buf_depth: 3
powerDensity_mw_per_mm2: 828
numCtsBuffers: 25
num-fill-cells: 2045
lay_top_count: "edfxtp_1"
violations: "setup timing"
cp_top_family: "AND-OR/OR-AND gates"
finalClockPeriodUsage_pct: 110
grt_max_degree: 59
drt_iter0_drc: 337
grt_use_total_pct: 18.2
gp_congestion: 0.828
max_freq_ghz: 0.433
chip_area_sq_mm: 0.0268
topCellsByArea: "edfxtp_1, mux4_2, dfxtp_1"
unclocked_regs: 16
crit_top_cell: "a221o_1"
worst_pin_slew_ns: 0.957
antenna_found_initial: 1
die_h_um: 164
yosysTopAreaCellShare_pct: 73.6
synth_seq_share_pct: 76.6
ys_warn_count: 1
synthArstFlopShare_pct: 0
finalMaxSlewViolations: 0
h-tree-depth: 1
io_pins: 117
portBuffers: 114
cts_tree: "yes"
dp.final_hpwl_um: 12400
area_growth_pct: 18.9
row_count: 58
crit_path_start_kind: "flop"
synth-edff-count: 256
grt_pass1_wl_um: 33100
ant_nets: 0
yosys_cells: 564
syn_inst: 564
tool_warnings: 29
worst-path-buf-inv: 1
leakage_nw: 4.16
drc: 0
period_needed_ns: 2.31
finalHoldViolCount: 0
wl_um: 21700
routed_via_density: 5.50
untimed_endpoints: 280
yosysUniqueCellTypes: 45
syn_area_sq_mm: 0.0104
ys_ff: 272
critPathMaxFanout: 2
ys_chip_area_sq_mm: 0.0104
antennaDiodeCount: 0
die_w_um: 164
end_kind: "output pin"
finalSetupViolCount: 45
rsz0062_at_grt: "yes"
path_cells: "mux2_4 > a221o_1 > a221o_1 > buf_2"
cap_violations: 0
setup_ws_ns: -0.212
post-synth-top-area-cell: "edfxtp_1"
core_sq_mm: 0.0254
layoutNonFillerInstCount: 1000
wire_per_inst_um: 21.7
outcome: "finished, violations left"
clk_pin_slew_ns: 0.06
slew_headroom_pct: 36.1
arrival_ns: 1.89
drt-pass1-iter-count: 6
hp-class: "in -> reg"
slowest_delay_ns: 0.36
floorplan.core_util_pct: 41.1
syn_avg_cell_area_sq_um: 18.5
crit_type: "reg -> out"
clock-root-buffer: "clkbuf_16"
peakVddDrop_uv: 575
grt_pass1_vias: 6069
final timing paths:
path | from | to | slack, ns | depth (start not counted)
max | storge[6][9] | debug_current_storge[9] | -0.21 | 4
min | iSET_CODE[0] | storge[0][0] | 0.62 | 1
timing repair:
action | 4_1_cts | 5_1_grt
hold buffers | 0 | 0
gates resized | 149 | 12
cloned | 0 | 0
pin swaps | 18 | 13
endpoints found under the setup margin | 64 | 61
cells in the mapped netlist, types with 2 or more instances:
cell and n:
o221ai_1 5, a22oi_1 10, a31o_2 3, buf_2 17, o22a_1 4, nor2b_1 4, o21ai_0 9, a31oi_1 5
buf_4 36, mux4_2 22, o22ai_1 12, or3_1 2, dfxtp_1 16, nor3b_1 3, a221o_1 11, xor2_1 2
and3_1 4, nor2_2 2, buf_1 3, nor2_1 8, mux2_4 2, clkbuf_1 8, inv_1 6, nand2_1 21
mux2i_1 21, edfxtp_1 256, a22o_1 4, mux2_2 12, nand3_1 6, a221oi_1 32, and2_1 2, nand2b_1 3
kinds of logic (layout without fill, tap and decap cells):
logic type,after synthesis,count (layout),share of synthesized area [%]
DFF,272,272,76.6
AOI/OAI and AO/OA,100,100,7.62
buffers and inverters,73,179,4.30
and+or+nand+nor,58,58,2.74
muxes,57,57,8.33
xor gates and xnor gates,3,3,0.252
adders and majority gates,1,1,0.120
final cells by class:
class | instances | area (sq um) | area share [%]
clock inverters | 13 | 91.3 | 0.735
flip-flops and latches | 272 | 8020 | 64.5
well taps | 330 | 413 | 3.32
repair buffers | 131 | 1070 | 8.65
clock buffers | 28 | 637 | 5.13
inverters | 7 | 26.3 | 0.212
multi-input cells | 219 | 2160 | 17.4
stage by stage:
stage	total power (W)	hold WS [ns]	cell area, sq um	setup TNS, ns	setup WS, ns
finish	0.0103	0.623	12400	-3.90	-0.212
global route	0.0106	0.636	12400	-7.74	-0.311
CTS	0.0104	0.614	12400	-5.37	-0.278
detailed placement	0.00643	1.16	11800	0	0.00376
global placement	0.00642	1.14	11800	0	0.0112
floorplan	0.00612	0.519	10400	0	0.396
per-layer routing:
metal	up-vias	global-route usage, %	routed length (um)
met5	-	0	13
met4	2	2.78	353
met3	34	9.65	2680
met2	292	28.2	10500
met1	2713	24.8	8180
li1	2462	-	-
power by group:
part / internal, W / switching [W] / leakage [nW]
registers: 0.00575 / 0.0000315 / 2.49
logic: 0.000252 / 0.000260 / 1.31
clock network: 0.00228 / 0.00171 / 0.362
sequential cells by signal, summed over array words and instances, names as in the netlist:
signal and cells:
storge 256, index 8, index_next 8
Power and IR drop assume default switching activity.
