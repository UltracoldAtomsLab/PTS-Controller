===== ./run.sh =====
#!/bin/bash
# OpenROAD 26Q1-2900-gdf79404cd8, Yosys 0.63+post, stock flow scripts
make -C /OpenROAD-flow-scripts/flow DESIGN_CONFIG=/design/flow/config.mk WORK_HOME=/design/flow/orfs finish

===== ./constraint.sdc =====
current_design ext_code_32ch_256p

set clk_period 6.3
set clk_io_pct 0.2

create_clock -name clk0 -period $clk_period [get_ports {iSET_CODE_FLAG}]

set non_clock_inputs [all_inputs -no_clocks]
set_input_delay [expr $clk_period * $clk_io_pct] -clock clk0 $non_clock_inputs
set_output_delay [expr $clk_period * $clk_io_pct] -clock clk0 [all_outputs]

===== ./design.v =====
module ext_code_32ch_256p
(
    iSET_CODE_FLAG,
    iSET_CODE,
    iSET_INDEX_FLAG,
    iSET_INDEX,
    iRst,
    iTrigger,
    iClk,
    oCode,
    debug_index,
    debug_current_storge
);
input                               iRst;
input                               iClk;
input                               iSET_CODE_FLAG;
input           [31:0]              iSET_CODE;
input                               iSET_INDEX_FLAG;
input           [7:0]               iSET_INDEX;
input                               iTrigger;
output          [31:0]              oCode;
output          [7:0]               debug_index;
output          [31:0]              debug_current_storge;
reg             [31:0]              Code;
reg             [7:0]               index,index_next;
reg             [31:0]              storge[255:0];
wire                                change_index;
assign change_index = (iTrigger || iSET_INDEX_FLAG);
always @ (posedge change_index)
begin
	if(iSET_INDEX_FLAG == 1'b1)
    begin
        index_next = iSET_INDEX; 
    end
	else
    begin 
        index_next = index + 1'b1; 
    end
end
always @ (negedge change_index)
begin
    index <= index_next;
end
always @ (posedge iSET_CODE_FLAG)
begin
    storge[index]<=iSET_CODE;
end
assign oCode = storge[index];
assign debug_index = index;
assign debug_current_storge = storge[index];
endmodule

===== ./config.mk =====
export PLATFORM = sky130hd
export DESIGN_NAME = ext_code_32ch_256p
export DESIGN_NICKNAME = ext_code_32ch_256p
export VERILOG_FILES = /design/flow/design.v
export SDC_FILE = /design/flow/constraint.sdc
export NUM_CORES = 4
export LEC_CHECK = 1
export CORE_UTILIZATION = 30
export SYNTH_MEMORY_MAX_BITS = 65536

==> flow_metrics.tcl <==
# implementation run metrics
set metrics [dict create \
    hold_depth 1 \
    die-area_sq_mm 1.034 \
    postSynthSeqShare_pct 79.71 \
    fp_util_pct 30.11 \
    synthCells 13110 \
    pwr-share-comb_pct 3.0 \
    worst_slew_pin_slew_ns 1.125 \
    max_freq_mhz 161.0 \
    p_leak_nw 107.1 \
    warning_count 43 \
    fin_crit_sh_pct 98.58 \
    clk_pin_slew_ns 0.06 \
    cp_slowest_cell "o41ai_2" \
    port_buffers 114 \
    final_max_slew_viol_count 0 \
    maxCapViolCount 0 \
    htree_levels 6 \
    p_clk_share_pct 41.6 \
    rsz0062_at_grt "false" \
    synth-main-ff-cell "edfxtp_1" \
    ys_cells 13110 \
    core-area_sq_mm 1.026 \
    die_y_microns 1017 \
    gr-usage-all-layers_pct 17.85 \
    grt_pass1_wl_microns 1209000 \
    ys_ff 8208 \
    status "finished clean" \
    hold_start "iSET_CODE[17]" \
    cp.required_ns 5.04 \
    min_path_type "primary input to flop" \
    path_cells "mux4_2, a22oi_1, a21oi_1, buf_4, o41ai_2, nand4_1, clkdlybuf4s50_1" \
    ys_warn_count 1 \
    yosysChipArea_sq_mm 0.3090 \
    grt_overflow 0 \
    p_seq_share_pct 55.3 \
    n_fill_cell 92520 \
    grt_pass1_vias 163200 \
    synthArstFlopShare_pct 0 \
    crit_arrival_ns 4.95 \
    worstSetupStartpointType "flop" \
    slew-limit-headroom_pct 24.15 \
    cp-end-kind "output port" \
    post_cts_buffers 0 \
    antenna_found_initial 34 \
    powerDensity_mw_per_mm2 303.6 \
    cts_tree "built" \
    critPathKind "flop to output port" \
    finalSetupViolations 0 \
    netlist_area_sq_mm 0.3090 \
    unclocked_regs 16 \
    crit_family "AND-OR/OR-AND gates" \
    clk_path_buf_depth 4 \
    edf_count 8192 \
    intPower_w 0.08607 \
    drt_first_pass_iters 6 \
    cts_buffers 787 \
    drcViolationCount 0 \
    crit_fanout 2 \
    finalHoldViolations 0 \
    post-route-min-period_ns 6.211 \
    rows 372 \
    switching_power_w 0.02247 \
    untimed_endpoints 8216 \
    netSwitchingFraction_pct 20.70 \
    wire_per_inst_microns 30.54 \
    dp_hpwl_microns 485700 \
    via_per_inst 5.130 \
    ys_types 25 \
    crit_buf_inv 2 \
    die_w_microns 1017 \
    place.gp.congestion 0.8524 \
    ir_drop_mv 0.3078 \
    avgSynthCellArea_sq_um 23.57 \
    vias 145200 \
    dp_cells 26860 \
    layout-drive-gt1-share_pct 29.52 \
    grt_max_degree 126 \
    fin_cells 28320 \
    antenna_left 0 \
    cts_root_buf "clkbuf_16" \
    fin_tns_setup_ns 0 \
    max_stage_delay_ns 0.97 \
    io_pins 117 \
    wl_microns 864700 \
    area_delta_synth_final_pct 15.68 \
    hold_end "storge[158][17]" \
    drt_iter0_drc 10040 \
]
-- cell usage after synthesis, types with 2 or more instances --
cell type | instances | area, sq um
nand2_1 | 41 | 153.9
xnor2_1 | 3 | 26.28
nand4_1 | 32 | 200.2
o41ai_1 | 128 | 1121
inv_1 | 4 | 15.01
o21ai_0 | 7 | 35.03
xor2_1 | 3 | 26.28
ha_1 | 4 | 50.05
buf_1 | 89 | 334.1
nor2b_1 | 6 | 37.54
nand2b_1 | 2 | 12.51
a21oi_1 | 512 | 2562
buf_6 | 9 | 101.4
dfxtp_1 | 16 | 320.3
nor2_1 | 262 | 983.4
a22oi_1 | 1024 | 7687
buf_4 | 64 | 480.5
buf_2 | 191 | 955.9
edfxtp_1 | 8192 | 246000
clkbuf_1 | 470 | 1764
nand3_1 | 2 | 10.01
mux4_2 | 2048 | 46120
and2_1 | 3 | 18.77
-- repair_timing --
action / in CTS / in global routing
hold endpoints to repair: 0 / 0
resized: 0 / 1
hold buffers: 0 / 0
endpoints found under the setup margin: 0 / 2
-- metrics by stage --
step,power [W],utilization (%),setup slack (ns),cell area [sq um],hold slack (ns)
4_1_cts,0.1092,34.83,0.06140,357400,0.3905
3_3_place_gp,0.06447,32.45,1.377,333000,1.645
2_1_floorplan,0.06249,-,3.404,309000,1.359
3_5_place_dp,0.06454,32.45,1.357,333000,1.653
6_report,0.1085,34.83,0.08918,357500,0.4468
5_1_grt,0.1114,34.83,0.02362,357500,0.4435
-- power groups by stage --
stage	clock (W)	combinational, W	sequential [W]
final	0.0452	0.00331	0.0600
after CTS	0.0458	0.00334	0.0600
after global routing	0.0479	0.00353	0.0600
-- final cells by class --
class | instances | area (sq um) | share of cell area, %
sequential | 8208 | 246300 | 68.90
multi-input combinational | 4079 | 62160 | 17.39
clock buffer | 980 | 20690 | 5.789
tap | 13650 | 17080 | 4.778
timing repair buffer | 917 | 7475 | 2.091
clock inverter | 450 | 3694 | 1.033
antenna | 26 | 65.06 | 0.01820
inverter | 4 | 15.01 | 0.004200
-- state kept, by name, summed over array words and instances (netlist names) --
name,cells
index_next,8
storge,8192
index,8
-- kinds of logic (layout without fill, tap and decap cells) --
kind of cell	Yosys count	after routing	share of synthesized area (%)
flops	8208	8208	79.71
compound gates	1671	1671	3.691
mux	2049	2049	14.93
simple gates	349	349	0.4603
other cells	0	26	0
buf+inv	827	2351	1.181
xor+xnor	6	6	0.01701
fa+ha+maj	4	4	0.01620
-- per-layer routing --
layer	vias to the layer above	track usage [%]	wire length, microns
met4	87	7.152	45180
met2	10650	25.86	394300
met1	74150	16.74	240100
met3	1542	17.13	181500
met5	-	2.648	3498
li1	58820	-	-
-- worst max path at each step --
stage	to	slack, ns	startpoint	cells after the start
5_1_grt	debug_current_storge[3]	0.02	storge[15][3]	6
6_report	debug_current_storge[27]	0.09	storge[78][27]	7
4_1_cts	debug_current_storge[3]	0.06	storge[15][3]	6
-- layout by cell type, fill, tap and decap left out, types with 45 or more instances in the layout --
cell type / instances
a21oi_1: 509
clkdlybuf4s50_1: 81
bufinv_16: 45
clkbuf_1: 180
buf_4: 791
clkbuf_16: 800
clkinv_2: 128
mux4_2: 2048
o41ai_2: 81
clkinv_1: 216
nor2_4: 258
edfxtp_1: 8192
a22oi_1: 1024
Power is estimated from default activity; no workload was simulated.
