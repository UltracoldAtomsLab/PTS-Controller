==> design.v <==
module sequencer_extensions(
    CLOCK_50,
    LED,
    KEY,
    SW,
    DRAM_ADDR,
    DRAM_BA,
    DRAM_CAS_N,
    DRAM_CKE,
    DRAM_CLK,
    DRAM_CS_N,
    DRAM_DQ,
    DRAM_DQM,
    DRAM_RAS_N,
    DRAM_WE_N,
    EPCS_ASDO,
    EPCS_DATA0,
    EPCS_DCLK,
    EPCS_NCSO,
    G_SENSOR_CS_N,
    G_SENSOR_INT,
    I2C_SCLK,
    I2C_SDAT,
    ADC_CS_N,
    ADC_SADDR,
    ADC_SCLK,
    ADC_SDAT,
    GPIO_2,
    GPIO_2_IN,
    GPIO_0,
    GPIO_0_IN,
    GPIO_1,
    GPIO_1_IN 
);
input                       CLOCK_50;
output           [7:0]      LED;
input            [1:0]      KEY;
input            [3:0]      SW;
output          [12:0]      DRAM_ADDR;
output           [1:0]      DRAM_BA;
output                      DRAM_CAS_N;
output                      DRAM_CKE;
output                      DRAM_CLK;
output                      DRAM_CS_N;
inout           [15:0]      DRAM_DQ;
output           [1:0]      DRAM_DQM;
output                      DRAM_RAS_N;
output                      DRAM_WE_N;
output                      EPCS_ASDO;
input                       EPCS_DATA0;
output                      EPCS_DCLK;
output                      EPCS_NCSO;
output                      G_SENSOR_CS_N;
input                       G_SENSOR_INT;
output                      I2C_SCLK;
inout                       I2C_SDAT;
output                      ADC_CS_N;
output                      ADC_SADDR;
output                      ADC_SCLK;
input                       ADC_SDAT;
inout           [12:0]      GPIO_2;
input            [2:0]      GPIO_2_IN;
inout           [33:0]      GPIO_0;
input            [1:0]      GPIO_0_IN;
inout           [33:0]      GPIO_1;
input            [1:0]      GPIO_1_IN;
reg                         CLOCK_25;
reg                         nRst;
reg              [7:0]      reset_count;
reg                         Rst;
reg                         trigger;
reg              [31:0]     oCode_Channel;
reg                         RxD;
reg              [7:0]      test;
reg              [7:0]      mData_Channel;
reg                         mDataReady_Channel;
reg              [31:0]     code_Channel;
reg                         code_ready_Channel;
reg              [7:0]      index_channel;
reg                         index_ready_channel;
wire             [7:0]      PC_data;
wire                        PC_flag;
wire                        iRXD;
wire             [7:0]      mData;
wire                        mDataReady;
wire             [31:0]     code;
wire                        code_ready;
wire             [7:0]      index;
wire                        index_ready;
wire             [31:0]     tCode;
wire                        trigger_wire;
wire             [7:0]      debug_8;
wire             [31:0]     debug_32;
always @ (posedge CLOCK_50) 
    CLOCK_25 <= !CLOCK_25;
async_receiver AR(
    .clk(CLOCK_25),
    .RxD(iRXD),
    .RxD_data_ready(mDataReady),
    .RxD_data(mData),
    .RxD_endofpacket(),
    .RxD_idle()
);
decoder de(
    .iRst(Rst),
    .imData(mData_Channel),
    .imData_Ready(mDataReady_Channel),
    .oCode(code),
    .oCode_Ready(code_ready),
    .oIndex(index),
    .oIndex_Ready(index_ready)
);
ptsController co(
    .iSET_CODE_FLAG(code_ready_Channel),
    .iSET_CODE(code_Channel),
    .iSET_INDEX_FLAG(index_ready_channel),
    .iSET_INDEX(index_channel),
    .iRst(Rst),
    .iTrigger(trigger_wire),
    .iClk(CLOCK_50),
    .oCode(tCode),
    .debug_index(debug_8),
    .debug_current_storge(debug_32)
);
defparam co.MAX_PLUSE_NUM = 256;
assign iRXD     = RxD;
assign trigger_wire = trigger;
assign LED = test;
always @ (posedge CLOCK_50)
begin
    test[3:0] <= debug_8[3:0];
    test[7:4] <= tCode[7:4];
end
always @ (posedge CLOCK_50)
begin
    Rst <= ~KEY[1];
    trigger <=GPIO_0_IN[1];
    oCode_Channel <= tCode;
    RxD <= GPIO_0_IN[0];
    mDataReady_Channel <= mDataReady;
    mData_Channel <= mData;
    code_Channel <= code;
    code_ready_Channel <= code_ready;
    index_channel <= index;
    index_ready_channel <= index_ready;
end
assign GPIO_0[2] = ~trigger;
assign GPIO_0[4] = 0;
assign GPIO_0[33:30] = ~tCode[19:16];  
assign GPIO_0[29:26] = ~tCode[15:12];  
assign GPIO_0[23:20] = ~tCode[11:8];  
assign GPIO_0[19:16] = ~tCode[7:4];  
assign GPIO_0[15:12] = ~tCode[3:0];  
endmodule
module async_receiver(clk, RxD, RxD_data_ready, RxD_data, RxD_endofpacket, RxD_idle);
input clk, RxD;
output RxD_data_ready;   
output [7:0] RxD_data;
parameter ClkFrequency = 25000000;  
parameter Baud = 115200;
output RxD_endofpacket;   
output RxD_idle;   
parameter Baud8 = Baud*8;
parameter Baud8GeneratorAccWidth = 16;
wire [Baud8GeneratorAccWidth:0] Baud8GeneratorInc = ((Baud8<<(Baud8GeneratorAccWidth-7))+(ClkFrequency>>8))/(ClkFrequency>>7);
reg [Baud8GeneratorAccWidth:0] Baud8GeneratorAcc;
always @(posedge clk) Baud8GeneratorAcc <= Baud8GeneratorAcc[Baud8GeneratorAccWidth-1:0] + Baud8GeneratorInc;
wire Baud8Tick = Baud8GeneratorAcc[Baud8GeneratorAccWidth];
reg [1:0] RxD_sync_inv;
always @(posedge clk) if(Baud8Tick) RxD_sync_inv <= {RxD_sync_inv[0], ~RxD};
reg [1:0] RxD_cnt_inv;
reg RxD_bit_inv;
always @(posedge clk)
if(Baud8Tick)
begin
	if( RxD_sync_inv[1] && RxD_cnt_inv!=2'b11) RxD_cnt_inv <= RxD_cnt_inv + 2'h1;
	else 
	if(~RxD_sync_inv[1] && RxD_cnt_inv!=2'b00) RxD_cnt_inv <= RxD_cnt_inv - 2'h1;
	if(RxD_cnt_inv==2'b00) RxD_bit_inv <= 1'b0;
	else
	if(RxD_cnt_inv==2'b11) RxD_bit_inv <= 1'b1;
end
reg [3:0] state;
reg [3:0] bit_spacing;
wire next_bit = (bit_spacing==4'd10);
always @(posedge clk)
if(state==0)
	bit_spacing <= 4'b0000;
else
if(Baud8Tick)
	bit_spacing <= {bit_spacing[2:0] + 4'b0001} | {bit_spacing[3], 3'b000};
always @(posedge clk)
if(Baud8Tick)
case(state)
	4'b0000: if(RxD_bit_inv) state <= 4'b1000;   
	4'b1000: if(next_bit) state <= 4'b1001;   
	4'b1001: if(next_bit) state <= 4'b1010;   
	4'b1010: if(next_bit) state <= 4'b1011;   
	4'b1011: if(next_bit) state <= 4'b1100;   
	4'b1100: if(next_bit) state <= 4'b1101;   
	4'b1101: if(next_bit) state <= 4'b1110;   
	4'b1110: if(next_bit) state <= 4'b1111;   
	4'b1111: if(next_bit) state <= 4'b0001;   
	4'b0001: if(next_bit) state <= 4'b0000;   
	default: state <= 4'b0000;
endcase
reg [7:0] RxD_data;
always @(posedge clk)
if(Baud8Tick && next_bit && state[3]) RxD_data <= {~RxD_bit_inv, RxD_data[7:1]};
reg RxD_data_ready, RxD_data_error;
always @(posedge clk)
begin
	RxD_data_ready <= (Baud8Tick && next_bit && state==4'b0001 && ~RxD_bit_inv);   
	RxD_data_error <= (Baud8Tick && next_bit && state==4'b0001 &&  RxD_bit_inv);   
end
reg [4:0] gap_count;
always @(posedge clk) if (state!=0) gap_count<=5'h00; else if(Baud8Tick & ~gap_count[4]) gap_count <= gap_count + 5'h01;
assign RxD_idle = gap_count[4];
reg RxD_endofpacket; always @(posedge clk) RxD_endofpacket <= Baud8Tick & (gap_count==5'h0F);
endmodule
module decoder
(
    iRst,
    imData,
    imData_Ready,
    oCode,
    oCode_Ready,
    oIndex,
    oIndex_Ready
);
parameter                       M_IDLE          =   8'd0;
parameter                       M_SET_CODE      =   8'd1;
parameter                       M_SET_INDEX     =   8'd2;
parameter                       PTS_CH_BYTE_NUM =   4;  
input       [7:0]               imData;
input                           imData_Ready;
input                           iRst;
output      [31:0]              oCode;
output                          oCode_Ready;
output      [7:0]               oIndex;
output                          oIndex_Ready;                
reg         [7:0]               state,state_next;
reg         [7:0]               substate,substate_next;                
reg         [7:0]               Code    [PTS_CH_BYTE_NUM-1:0];
reg                             Code_Ready;
reg         [7:0]               Index;
reg                             Index_Ready;
genvar i;
generate
for(i=0;i<PTS_CH_BYTE_NUM;i=i+1)
begin: oCodeAssignment
    assign oCode[8*i+7:8*i] = Code[i][7:0];
end
endgenerate
assign oCode_Ready      = Code_Ready;
assign oIndex           = Index;
assign oIndex_Ready     = Index_Ready;
always @ (posedge iRst or negedge imData_Ready)
begin
    if(iRst)
    begin
        state       <= M_IDLE;
        substate    <= 8'd0;
    end
    else
    begin
        state       <= state_next;
        substate    <= substate_next;
    end
end
always @ (posedge imData_Ready)
begin
    case(state)
        M_IDLE:
        begin
            case(imData)
                M_SET_CODE:     state_next = M_SET_CODE;
                M_SET_INDEX:    state_next = M_SET_INDEX;
                default:        state_next = M_IDLE;
            endcase
            substate_next = 0;
        end
        M_SET_CODE:
        begin
            case(substate)
                PTS_CH_BYTE_NUM-1:
                begin
                    substate_next = 0;
                    state_next = M_IDLE;                
                end
                default:
                begin
                    state_next = M_SET_CODE;
                    substate_next = substate + 1;
                end
            endcase
        end
        M_SET_INDEX:
        begin
            state_next = M_IDLE;
            substate_next = 0;
        end
        default:
        begin
            state_next = M_IDLE;
            substate_next = 0;
        end
    endcase
end
always @ (*)
begin
    case(state)
        M_IDLE:
        begin
            Code_Ready = 0;
            Index_Ready = 0;
        end
        M_SET_CODE:
        begin
            Code[substate][7:0] = imData;
            Index_Ready = 0;
            case(substate)
                PTS_CH_BYTE_NUM-1:
                begin
                    if(imData_Ready) 
                        Code_Ready = 1;
                    else
                        Code_Ready = 0;
                end
                default:    Code_Ready = 0;
            endcase
        end
        M_SET_INDEX:
        begin
            Code_Ready = 0;
            Index[7:0] = imData;
            if(imData_Ready)
                Index_Ready = 1;
            else
                Index_Ready = 0;
        end
        default:
        begin
            Code_Ready = 0;
            Index_Ready = 0;
        end
   endcase
end
endmodule
module ptsController
(
    iSET_CODE_FLAG,
    iSET_CODE,
    iSET_INDEX_FLAG,
    iSET_INDEX,
    iRst,
    iTrigger,
    iClk,
    oCode,
    debug_index,
    debug_current_storge
);
parameter MAX_PLUSE_NUM = 256;  
parameter PTS_CH_BYTE_NUM = 4;  
input                                               iRst;
input                                               iClk;
input                                               iSET_CODE_FLAG;
input           [8*PTS_CH_BYTE_NUM-1:0]             iSET_CODE;
input                                               iSET_INDEX_FLAG;
input           [7:0]                               iSET_INDEX;
input                                               iTrigger;
output          [8*PTS_CH_BYTE_NUM-1:0]             oCode;
output          [7:0]                               debug_index;
output          [8*PTS_CH_BYTE_NUM-1:0]             debug_current_storge;
reg             [7:0]                               index,index_next;
reg             [8*PTS_CH_BYTE_NUM-1:0]             storge[MAX_PLUSE_NUM-1:0];
wire                                                change_index;
assign change_index = (iTrigger || iSET_INDEX_FLAG);
always @ (posedge change_index)
begin
    if(iSET_INDEX_FLAG == 1'b1)
    begin
        index_next = iSET_INDEX; 
    end
    else
    begin 
        index_next = index + 1'b1; 
    end
end
always @ (negedge change_index)
begin
    index <= index_next;
end
always @ (posedge iSET_CODE_FLAG)
begin
    storge[index] <= iSET_CODE;
end
assign oCode = storge[index];
assign debug_index = index;
assign debug_current_storge = storge[index];
endmodule
==> run.sh <==
#!/bin/bash
# OpenROAD 26Q1-2900-gdf79404cd8, Yosys 0.63+post, stock flow scripts
make -C /OpenROAD-flow-scripts/flow DESIGN_CONFIG=/design/flow/config.mk WORK_HOME=/design/flow/orfs finish
==> config.mk <==
export PLATFORM = sky130hd
export DESIGN_NAME = sequencer_extensions
export DESIGN_NICKNAME = sequencer_extensions
export VERILOG_FILES = /design/flow/design.v
export SDC_FILE = /design/flow/constraint.sdc
export NUM_CORES = 4
export LEC_CHECK = 1
export CORE_UTILIZATION = 30
export SYNTH_MEMORY_MAX_BITS = 65536
==> constraint.sdc <==
current_design sequencer_extensions

set clk_period 1.5
set clk_io_pct 0.2

create_clock -name clk0 -period $clk_period [get_ports {CLOCK_50}]

set non_clock_inputs [all_inputs -no_clocks]
set_input_delay [expr $clk_period * $clk_io_pct] -clock clk0 $non_clock_inputs
set_output_delay [expr $clk_period * $clk_io_pct] -clock clk0 [all_outputs]
==> notes.md <==
The flow completed. Hold-fix buffer count after cts landed at 0. Number of warnings in the stage logs landed at 270. Die footprint landed at roughly 660,000 sq um. Of the post-synthesis cell area, the dominant cell type holds 0.780. The chip area line in the Yosys stat output reads ~200,000 sq um. Horizontal die dimension landed at approximately 810 um. Synthesis-to-layout area growth landed at 7.49%. The data arrival time reported for the critical path is 1.06 ns. Number of register pins that no clock reaches landed at ~5,200. Looking at area per cell type in the netlist, the leader is edfxtp_1. Setup slack closes at about 0.14 ns. Per the power-grid run, VDD falls by no more than ~0.42 mV. Logged for this run, the post-placement worst setup slack is roughly 0.32 ns.

The synthesis stat section lists a flop and latch total of between 5,000 and 6,000. Placed cell count landed at roughly 17,000. The launch point of the worst register-to-register path is recorded as mDataReady_Channel$_DFF_P_. Across every metal layer, demand over resource in global routing totals 0.158. Last weighted congestion value of the routability-driven placer landed at between 0.8 and 0.9. The flow ran to the end, and the final reports show no timing, DRC or antenna violations. Of the total power, registers draw 0.419.

Highest clock frequency the design can meet landed at around 740 MHz. The capture point of the critical path was reported as LED[7]. The buffer_ports step reported a buffer count of 11.

Clock tree skew after final layout landed at 0.00256 ns. Of the total power, the clock network draws 0.570. Along the critical path, the tally of buffer and inverter instances is 1. Grouping stages by cell kind, the critical path spends the most delay in flip-flops.

The highest metal layer carrying signal wires in the routed design is met5. Count of TritonRoute iterations in the first routing pass landed at 7. The power report attributes to the combinational group a share of 0.012. According to the timing report, the data required time at the worst endpoint equals approximately 1.2 ns. TritonCTS built the clock tree. Setup repair after global routing left no endpoint under its margin.

The slowest stage of the critical path belongs to the cell dfxtp_2. DRC violation count after routing landed at 0. By area the synthesized netlist is led by edfxtp_1, mux4_2, a22oi_1. The critical path maximum fanout is 1.

Number of vias per cell landed at ~5.0. Post-synthesis area per instance landed at roughly 23 sq um. Traced cell by cell, the critical path runs through dlygate4sd2_1.

Slew of the pin with the lowest slew margin landed at approximately 1.1 ns. Number of unconstrained endpoints landed at 10,500. The number of antenna violations at the first check in global routing is 34. Entering global routing, the biggest net connects roughly 280 pins. Post-route period utilization is reported as 0.904. According to the floorplan log, the row count is a little under 300.

In the post-route report, total wirelength is listed as between 400 and 500 mm. For this design the top-level I/O count stands at 154. The routed design could run at a clock period as short as around 1.4 ns. Number of global-route vias before repair landed at approximately 97,000. Number of nets with antenna violations after detailed routing landed at 0. Number of instances in the synthesized netlist landed at roughly 8,600. In this run, distinct cell masters in the synthesized netlist total slightly above 40. Share of total power consumed by net switching landed at 0.375. Via count landed at just under 90,000. The first global-routing pass estimated slightly below 700 mm of wire. In this run the cell area of the synthesized design comes to 198,000 sq um. Peak per-stage delay on the critical path landed at between 0.3 and 0.4 ns. After filler insertion, the fill cell instance count of the layout stands at approximately 60,000.

The most critical min-delay path falls under input pin to register. TritonCTS created 5 clock buffers. Share of final-layout standard cells stronger than drive strength 1 landed at 0.255. In this run, the number of DRC markers left after iteration 0 of detailed routing was 5,001. Total overflow reported by the global router landed at 0. Final core utilization landed at 0.324. Per the OpenROAD power report, switching power amounts to roughly 1200 uW.

Per the cell usage report, the commonest logic cell in the layout is edfxtp_1. Per the final timing report, the hold violations number 0. The tightest hold path in the finished design has a slack of roughly 0.33 ns. Depth of the most critical reg-to-reg path landed at 2.

Final max-slew violation count landed at 0. Slack of the worst reg-to-reg path landed at around 0.74 ns. Post-synthesis cell count from yosys landed at ~8,600. STA classifies the critical path startpoint as a register. By instance count after routing, the leading logic cell types are edfxtp_1, mux4_2, a22oi_1. Power per unit of standard cell area landed at between 15 and 20 nW/um^2. In the final timing run, aggregate negative setup slack is 0 ns.

STA classifies the critical path endpoint as an output pin. Per the CTS log, the root buffer master is clkbuf_16. Counting along the longest clock path gives a buffer depth of 2. The power report lists cell-internal power as between 2000 and 2500 uW. For this run, the leading register cell type out of synthesis is edfxtp_1. Per the finish-stage timing summary, setup violations number 0. Number of violations of the max-capacitance limit landed at 0.

The final report lists a non-filler cell total of 17,500. Source-to-sink clock delay at the later pin of the worst-skew pair landed at around 0.40 ns. Clock transition at the register clock pins on the worst setup and hold paths after CTS landed at around 0.18 ns. For this configuration, the core starts out at a cell density of 0.302. Met2 wire length landed at 233 mm. The max-slew check reports its worst relative slack as 0.273. The synthesis log from Yosys contains 36 warnings. Routed metal-1 wire length landed at about 140 mm. According to the timing report, the critical path is launched from test[7]$_DFF_P_.

All stages included, the depth of the critical timing path comes to 1. Detailed-placement wirelength estimate landed at ~300 mm. Routed wire length on met3 landed at around 99 mm. The critical path is of the register to output pin type.

The total area inside the core boundary comes to about 660,000 sq um. Height of the die landed at 814 um. Per the detail_route report, routed wire per instance is 28.1 um. Proportion of synthesized flip-flops having asynchronous set or reset landed at 0.00190.

For this design the static power due to leakage is 0.0622 uW. Looking at the reg2reg group, the worst path ends at index_ready_channel$_SDFF_PP0_. In this run, synthesis inferred between 5,000 and 6,000 flip-flops with an integrated enable. The H-tree generated during clock tree synthesis spans 2 levels.
## cells by family (layout without fill, tap and decap cells)
group / Yosys count / in the layout / synth area share
adder cells (fa/ha/maj): 13 / 13 / 0.000823
multiplexers: 1281 / 1281 / 0.146
AND-OR/OR-AND: 1058 / 1058 / 0.0367
XOR/XNOR: 27 / 27 / 0.00120
latches: 28 / 28 / 0.00213
flip-flops: 5242 / 5242 / 0.791
buffers and inverters: 563 / 612 / 0.0130
AND/OR/NAND/NOR: 410 / 410 / 0.00894
other: 1 / 183 / 0.0000190
## final cells by class
type | instances | area [sq um] | share of cell area
diodes | 151 | 378 | 0.00178
repair buffers | 585 | 4570 | 0.0215
flip-flops and latches | 5270 | 157000 | 0.739
well taps | 8671 | 10800 | 0.0511
inverters | 19 | 71.3 | 0.000336
multi-input cells | 2821 | 39500 | 0.186
clock inverters | 3 | 33.8 | 0.000159
clock buffers | 5 | 125 | 0.000589
## metrics by stage
| stage | area, sq um | power (uW) |
|---|---|---|
| CTS | 212000 | 3360 |
| floorplan | 198000 | 1480 |
| global placement | 212000 | 1430 |
| finish | 212000 | 3220 |
| global route | 212000 | 3410 |
| detailed placement | 212000 | 1420 |
## registers in the layout, summed over array words and instances, names as in the netlist, 13 cells and up
signal,flops
code_Channel,20
de.Code,20
AR.Baud8GeneratorAcc,13
co.storge,5120
## cell usage after synthesis, types with 6 or more instances
cell type	n
a21oi_1	322
a22oi_1	640
and2_1	6
and3_1	6
and4_1	21
buf_1	64
buf_2	108
buf_4	55
buf_6	15
clkbuf_1	302
dfrtn_1	10
dfxtp_1	95
dlxtn_1	28
edfxtp_1	5137
ha_1	13
inv_1	19
mux4_2	1280
nand2_1	58
nand2b_1	6
nand3_1	7
nand4_1	6
nor2_1	280
nor2b_1	11
o21ai_0	8
o41ai_1	76
xnor2_1	12
xor2_1	15
## power groups by stage
stage	Clock [uW]	Sequential, uW	Combinational (uW)
after CTS	1970	1350	43.0
after global routing	2010	1350	45.8
final	1830	1350	37.0
## what timing repair did
item | CTS | global route
gates resized | 12 | 0
endpoints found under the setup margin | 8 | 0
buffers inserted | 0 | 0
## layer usage
layer  GRT usage  up-vias
met5      0.0211        -
met4      0.0399       38
met3       0.150      477
met2       0.242     5837
met1       0.147    45000
li1            -    36600
## how the worst min path moves through the flow
stage           startpoint         endpoint  slack [ns]  cells after the start
CTS           GPIO_0_IN[1]  trigger$_DFF_P_        0.29                      1
global route  GPIO_0_IN[1]  trigger$_DFF_P_        0.30                      1
finish        GPIO_0_IN[1]  trigger$_DFF_P_        0.33                      1
Power is estimated from default activity; no workload was simulated.
